--- ./config.mk ---
export PLATFORM = sky130hd
export DESIGN_NAME = day4
export DESIGN_NICKNAME = day4
export VERILOG_FILES = /design/flow/design.v
export SDC_FILE = /design/flow/constraint.sdc
export NUM_CORES = 4
export LEC_CHECK = 1
export CORE_AREA = 10 10 90 90
export DIE_AREA = 0 0 100 100
--- ./constraint.sdc ---
current_design day4

set clk_period 3.3
set clk_io_pct 0.2

create_clock -name clk0 -period $clk_period

set non_clock_inputs [all_inputs -no_clocks]
set_input_delay [expr $clk_period * $clk_io_pct] -clock clk0 $non_clock_inputs
set_output_delay [expr $clk_period * $clk_io_pct] -clock clk0 [all_outputs]
--- ./design.v ---
module day4 (
  input  [7:0]   a_i,    
  input  [7:0]   b_i,    
  input  [2:0]   op_i,   
  output reg [7:0]   alu_o   
);
  localparam  OP_ADD = 3'b000;
  localparam  OP_SUB = 3'b001;
  localparam  OP_SLL = 3'b010;
  localparam  OP_LSR = 3'b011;
  localparam  OP_AND = 3'b100;
  localparam  OP_OR  = 3'b101;
  localparam  OP_XOR = 3'b110;
  localparam  OP_EQL = 3'b111;
  reg carry;   
  always @* begin   
    case (op_i)
      OP_ADD: {carry, alu_o} = a_i + b_i;   
      OP_SUB: alu_o = a_i - b_i;            
      OP_SLL: alu_o = a_i << b_i[2:0];      
      OP_LSR: alu_o = a_i >> b_i[2:0];      
      OP_AND: alu_o = a_i & b_i;            
      OP_OR:  alu_o = a_i | b_i;            
      OP_XOR: alu_o = a_i ^ b_i;            
      OP_EQL: alu_o = {7'b0, (a_i == b_i)}; 
      default: alu_o = 8'b0;                
    endcase
  end
endmodule
--- ./run.sh ---
#!/bin/bash
# OpenROAD 26Q1-2900-gdf79404cd8, Yosys 0.63+post, stock flow scripts
make -C /OpenROAD-flow-scripts/flow DESIGN_CONFIG=/design/flow/config.mk WORK_HOME=/design/flow/orfs finish
==> Changelog: implementation <==
### Changed

- Outcome: finished clean
- Total via count after detailed routing: 1992
- Proportion of power drawn by combinational gates: 1.000
- Slew Limit Headroom: 0.732
- Instance count along the most critical hold path: 6
- Power density over the cells: between 150 and 200 nW/um^2
- Final Hold Violating Endpoints: 0
- Per-instance average area after synthesis: roughly 7.6 sq um
- Remaining antenna violation count: 0
- Floorplan core area: roughly 6300 sq um
- Synth cell count leaders: sky130_fd_sc_hd__inv_1, sky130_fd_sc_hd__ha_1, sky130_fd_sc_hd__nor2_1, sky130_fd_sc_hd__a21oi_1, sky130_fd_sc_hd__o21ai_0
- Portion of total power attributed to sequential cells: 0
- Switching share of power: 0.458
- Synth-to-layout area growth: 70.5%
- Number of design rule violations left after detail routing: 0
- Top cell type by total area after synthesis: sky130_fd_sc_hd__ha_1
- WL per Instance: roughly 15 um
- GP Congestion: around 0.93
- Number of diodes added for antenna fixing: 0
- Critical Path RT: roughly 2600 ps
- Chip Area, Yosys: between 1500 and 2000 sq um
- Clock buffer count: 0
- Yosys warning count: 1
- Maximum single-stage delay on the critical path: around 460 ps
- Vias per std cell: ~5
- Final period util: 0.977
- Fraction of final layout cells sized beyond drive strength 1: 0.478
- Ordered cell list for the critical path: clkdlybuf4s50_1 -> buf_4 -> mux4_2 -> mux2i_2 -> o21ai_2 -> nor4b_2 -> nor3_2 -> dlygate4sd2_1
- Buf+Inv Stages, Crit Path: 3
- Overflow left after global routing: 0
- Worst-case vdd ir drop: about 64 uV
- Number of input and output port buffers inserted: 27
- Timing startpoint of the critical path: a_i[5]
- FP Util: 0.265
- Classification of the worst setup path: in2out
- First-pass GRT wire length: a little under 10000 um
- Count of max-cap constraint violations: 0
- Final critical path time including I/O delays and setup: ~3200 ps
- Fraction of power consumed by the clock network: 0
- Register area share after synthesis: 0
- Switching Power: 0.197 mW
- Largest type area fraction: 0.181
- CP delay by family, top: buffers and inverters
- Worst hold path startpoint: a_i[1]
- Post-synth area hogs: sky130_fd_sc_hd__ha_1, sky130_fd_sc_hd__mux2i_1, sky130_fd_sc_hd__inv_1
- FFs & Latches: 0
- Area enclosed by the die boundary: roughly 10000 sq um
- Count of hold buffers inserted by post-cts repair: 0
- Leakage component of the power: 1.32 nW
- DP Wirelength: roughly 4600 um
- Overall fraction of global-route tracks in use: 0.117
- Height of the die: roughly 100 um
- FF/Latch Area: 0 sq um
- Unique masters post-synth: 54
- Final setup fails: 0
- Fill cell count: ~590
- Iteration count of the initial detailed-routing pass: 4
- Number of cell instances after yosys synthesis: roughly 220
- Maximum net fanout on the critical path: 7
- Number of global-route vias before repair: slightly below 2k
- Boundary pin count: 27
- Logic area: about 1700 sq um
- Startpoint Class: primary input
- OpenROAD warning count: ~50
- Die width: approximately 100 um
- Fin. max-slew vios: 0
- Post-placement cell count: between 300 and 400
- Transition time of the tightest slew-check pin: between 300 and 400 ps
- Worst endpoint data arrival time: about 2600 ps
- Highest clock frequency the design can meet: slightly above 300 MHz
- Violation count after the first detailed-routing iteration: approximately 130
- Final Routed Wirelength: a little under 6000 um
- Internal Power: around 0.23 mW
- Post-Synthesis Cells: 220
- Worst Hold Path EP: alu_o[1]
- Number of antenna violations at the first check in global routing: 0
- Cell with the most instances after synthesis: sky130_fd_sc_hd__inv_1
- Slowest CP cell: sky130_fd_sc_hd__mux4_2
- Critical path capture point type: output port
- Worst hold path type: in2out
- Post-route non-filler standard cell count: about 390
- Num rows: 29
- Netlist Area Pre-Place: around 1700 sq um
- Worst hold margin: 2000 ps
- Largest net degree at the start of global routing: 16
[layer usage]
metal | vias up | wire, um | global-route usage
li1 | 1008 | - | -
met1 | 929 | 2750 | 0.162
met2 | 53 | 2910 | 0.205
met3 | 2 | 284 | 0.00972
met4 | 0 | 8 | 0.00435
met5 | - | 0 | 0
[worst max-delay path by stage]
stage,cells past startpoint,slack (ps),end
4_1_cts,9,-120,alu_o[6]
5_1_grt,10,-20,alu_o[0]
6_report,8,80,alu_o[6]
[timing repair]
item,CTS,global route
setup endpoints to repair,8,7
pin swaps,32,14
gates resized,93,21
setup buffers,14,0
[area by class of cell]
type	count	area share
Inverter	25	0.0331
Multi-Input combinational cell	179	0.609
Tap cell	77	0.0340
Timing Repair Buffer	112	0.324
[cells by family (layout without fill, tap and decap cells)]
family          count (synthesis)  after routing  share of synthesized area
compound gates                 64             64                      0.279
simple gates                   64             64                      0.209
buf+inv                        41            137                      0.111
fa+ha+maj                      26             26                      0.205
mux                            19             19                      0.164
xor+xnor                        6              6                     0.0316
[placed cells by master (no fill, tap or decap), types with 5 or more instances in the layout]
cell                              netlist  final
sky130_fd_sc_hd__a21oi_1               14     10
sky130_fd_sc_hd__a22oi_1                7      5
sky130_fd_sc_hd__buf_2                  7      5
sky130_fd_sc_hd__buf_4                  2     76
sky130_fd_sc_hd__buf_6                  2      8
sky130_fd_sc_hd__clkdlybuf4s50_1        0      5
sky130_fd_sc_hd__dlygate4sd2_1          0      9
sky130_fd_sc_hd__ha_1                  24     13
sky130_fd_sc_hd__ha_4                   0      7
sky130_fd_sc_hd__inv_1                 25     16
sky130_fd_sc_hd__inv_2                  0      9
sky130_fd_sc_hd__mux2i_1               13     10
sky130_fd_sc_hd__mux4_2                 4      5
sky130_fd_sc_hd__nand2_1                8      8
sky130_fd_sc_hd__nor2_1                19     17
sky130_fd_sc_hd__o21ai_0               14     10
[power by group through the flow]
| stage | clock network (mW) | logic, mW | registers (mW) |
|---|---|---|---|
| after CTS | 0 | 0.417 | 0 |
| after global routing | 0 | 0.469 | 0 |
| final | 0 | 0.430 | 0 |
[per-stage QoR]
step	TNS (ps)	utilization	cell area [sq um]	power (mW)	setup slack, ps
final	0	0.451	2830	0.430	75.5
after detailed placement	-4140	0.395	2480	0.371	-705
after floorplan	0	-	1660	0.191	48.4
after global placement	-4060	0.395	2480	0.370	-677
after CTS	-122	0.442	2770	0.417	-122
after global routing	-15.9	0.451	2830	0.469	-15.9
Power and IR drop assume default switching activity.
