$ cat ./config.mk
export PLATFORM = sky130hd
export DESIGN_NAME = day5
export DESIGN_NICKNAME = day5
export VERILOG_FILES = /design/flow/design.v
export SDC_FILE = /design/flow/constraint.sdc
export NUM_CORES = 4
export LEC_CHECK = 1
export CORE_AREA = 10 10 70 70
export DIE_AREA = 0 0 80 80
$ cat ./constraint.sdc
current_design day5

set clk_period 1.6
set clk_io_pct 0.2

create_clock -name clk0 -period $clk_period [get_ports {clk}]

set non_clock_inputs [all_inputs -no_clocks]
set_input_delay [expr $clk_period * $clk_io_pct] -clock clk0 $non_clock_inputs
set_output_delay [expr $clk_period * $clk_io_pct] -clock clk0 [all_outputs]
$ cat ./design.v
module day5 (
  input     wire        clk,
  input     wire        reset,
  output    reg  [7:0]  cnt_o
);
  reg [7:0] nxt_cnt;
  always @(posedge clk or posedge reset) begin
    if (reset)
      cnt_o <= 8'h1;           
    else
      cnt_o <= nxt_cnt;        
  end
  always @(*) begin
    nxt_cnt = cnt_o + 8'h2;    
  end
endmodule
$ cat ./run.sh
#!/bin/bash
# OpenROAD 26Q1-2900-gdf79404cd8, Yosys 0.63+post, stock flow scripts
make -C /OpenROAD-flow-scripts/flow DESIGN_CONFIG=/design/flow/config.mk WORK_HOME=/design/flow/orfs finish
==> impl_metrics.py <==
# Metrics from the implementation run
metrics = {
    "route": {
        "dr.pass1.iters": 1,
        "drtIter0Drc": 0,
        "drc": 0,
        "wire_per_inst_um": 8.22,
        "vias_per_cell": 2.43,
        "diodes": 0,
        "wirelength_um": 649,
        "ant_nets": 0,
        "dr_total_vias": 192,
    },
    "yosys": {
        "synthAdderAreaFrac_pct": 4.52,
        "synthAoiAreaFrac_pct": 0,
        "syn_avg_cell_area_um2": 12.6,
        "ys_sh_mux_pct": 0,
        "ys_chip_area_um2": 277,
        "ys_seq_share_pct": 63.3,
        "syn_inst": 22,
        "simple_gate_share_pct": 9.50,
        "ys_seq_elements": 7,
        "synth_area_um2": 277,
        "topCombFamilyByArea": "XOR/XNOR gates",
        "synth_cell_types": 9,
        "ys_cells": 22,
        "xor_area_share_pct": 15.8,
        "ys.warnings.count": 1,
    },
    "global_route": {
        "met1_usage_pct": 2.43,
        "grt_use_met3_pct": 2.05,
        "antenna_found_initial": 0,
        "grt_max_degree": 8,
        "grt_pass1_vias": 228,
        "use_met2_pct": 3.69,
        "overflow": 0,
        "busiest_layer": "met2",
        "grt_pass1_wl_mm": 1.17,
        "track_usage_pct": 2.35,
    },
    "final_timing": {
        "setup_viol": 0,
        "fin_crit_ns": 1.48,
        "period_used_pct": 92.7,
        "fin_skew_ns": 0.00150,
        "rsz0062_at_grt": "false",
        "tns_ns": 0,
        "setup_slack_ns": 0.116,
        "fmax_mhz": 674,
        "hold_viol_final": 0,
        "drv_slew": 0,
    },
    "critical_path": {
        "cp.required_ns": 1.28,
        "cp_top_family": "buffers and inverters",
        "path_class": "reg2out",
        "r2r_start": "cnt_o[1]",
        "timing.rr.end": "cnt_o[5]",
        "endpoint_kind": "output port",
        "r2r_setup_slack_ns": 0.58,
        "cp.arrival_ns": 1.16,
        "cp_max_fo": 5,
        "crit_path_top_delay_cell": "clkdlybuf4s50_1",
        "cp_num_buf_inv": 1,
        "worstPathCellList": "clkdlybuf4s50_1",
        "crit_path_max_incr_delay_ns": 0.50,
        "start_kind": "register",
        "rr_worst_depth": 3,
    },
    "pwr": {
        "p_leak_nw": 0.180,
        "power_mw": 0.337,
        "p_per_area_nw_per_um2": 778,
        "peakVddDrop_mv": 0.440,
    },
    "finish": {
        "reg.largest.list": "cnt_o (7)",
        "largest_reg_flops": 7,
        "top_register": "cnt_o",
        "drive_gt1_share_pct": 9.09,
        "area_growth_pct": 56.6,
        "stdcell_area_um2": 433,
        "final_cells": 79,
    },
    "placed_design": {
        "io_buffer_count": 8,
        "finalWeightedCongestion": 0.687,
        "place_ws_ns": 0.365,
        "dp.cells": 75,
        "place_area_um2": 407,
    },
    "floorplan": {
        "design.die.area_um2": 6400,
        "coreArea_um2": 3420,
        "initCoreUtil_pct": 8.10,
        "pin_count": 10,
        "dieHeight_um": 80,
        "die_w_um": 80,
        "rows": 21,
    },
    "flow_run": {
        "cap_violations": 0,
        "tool_warnings": 25,
    },
    "clocking": {
        "numCtsBuffers": 3,
        "cts_buffer_depth": 2,
        "cts_max_level": 1,
        "clockRootBuffer": "clkbuf_4",
        "clkSinkCount": 7,
        "cts_hold_buf": 0,
        "insertion_delay_ns": 0.24,
        "tritoncts": "built",
        "clk_pin_slew_worst_paths_ns": 0.05,
        "cts.repair.resized": 0,
        "post_cts_buffers": 0,
    },
    "hold_path": {
        "hold_path.class": "in2async",
    },
    "status": {
        "status": "completed",
    },
}
per-layer routing:
| layer | wire [µm] | share of wire [%] | vias to the layer above |
|---|---|---|---|
| li1 | - | - | 91 |
| met1 | 233 | 36 | 93 |
| met2 | 313 | 48 | 8 |
| met3 | 102 | 16 | 0 |
| met4 | 0 | 0 | 0 |
| met5 | 0 | 0 | - |
worst max-delay path by stage:
stage,from,endpoint,cells past startpoint
global route,cnt_o[1],cnt_o[1],1
finish,cnt_o[1],cnt_o[1],1
CTS,cnt_o[3],cnt_o[3],1
metrics by stage:
step,utilization (%),hold slack (ns)
4_1_cts,12.7,0.315
2_1_floorplan,-,0.123
6_report,12.7,0.306
3_3_place_gp,11.9,0.479
3_5_place_dp,11.9,0.493
5_1_grt,12.7,0.339
report_power, final:
part	internal (mW)	total, mW	switching [mW]
clock	0.0947	0.153	0.0586
combinational	0.00229	0.00586	0.00356
sequential	0.177	0.177	0
cells in the final DEF, fill, tap and decap left out, drive strengths merged:
master,netlist,final
and3,1,1
clkbuf,0,4
clkdlybuf4s50,0,8
conb,1,1
dfrtp,7,7
ha,1,1
inv,2,2
nand3,4,4
xnor2,4,4
xor2,1,1
Yosys cell counts, drive strengths merged:
cell type,n,share of area (%)
and3,1,2.3
buf,1,2.7
conb,1,1.4
dfrtp,7,63
ha,1,4.5
inv,2,2.7
nand3,4,7.2
xnor2,4,13
xor2,1,3.2
cell type report:
cell class,instances,area (µm²)
Timing Repair Buffer,8,80.1
Clock buffer,4,26.3
Sequential cell,7,175
Multi-Input combinational cell,12,86.3
Fill cell,404,2980
Tap cell,46,57.6
Inverter,2,7.51
cells by family after synthesis:
logic type / after synthesis
xor gates and xnor gates: 5
DFF: 7
buffers and inverters: 3
other: 1
adders and majority gates: 1
and+or+nand+nor: 5
No activity file was given, so power comes from the tool's default toggle rates.
